## flow/config.mk

```make
export PLATFORM = sky130hd
export DESIGN_NAME = Butterfly_Unit
export DESIGN_NICKNAME = Butterfly_Unit
export VERILOG_FILES = /design/flow/design.v
export SDC_FILE = /design/flow/constraint.sdc
export NUM_CORES = 4
export LEC_CHECK = 1
export CORE_UTILIZATION = 30
```

## flow/design.v

```verilog
module Butterfly_Unit (
    input clk,
    input reset,
    input [1:0] operation,   
    input valid_in,
    input [11:0] a_in,
    input [11:0] b_in,
    input [11:0] zeta,      
    output reg [11:0] a_out,
    output reg [11:0] b_out,
    output reg valid_out
);
    parameter P = 13'd3329;
    localparam OP_NTT  = 2'b00;   
    localparam OP_INTT = 2'b01;   
    wire [11:0] add0, sub0;
    Mod_Add mod_add_0 (
        .clk(clk),
        .reset(reset),
        .a(a_in),
        .b(b_in),
        .result(add0)
    );
    Mod_Sub mod_sub_0 (
        .clk(clk),
        .reset(reset),
        .a(a_in),
        .b(b_in),
        .result(sub0)
    );
    reg [11:0] a_r1, b_r1;
    reg [11:0] zeta_r1;
    reg [1:0] op_r1;
    reg valid_r1;
    always @(posedge clk) begin
        if (reset) begin
            a_r1 <= 12'd0;
            b_r1 <= 12'd0;
            zeta_r1 <= 12'd0;
            op_r1 <= 2'b00;
            valid_r1 <= 1'b0;
        end else begin
            a_r1 <= a_in;
            b_r1 <= b_in;
            zeta_r1 <= zeta;
            op_r1 <= operation;
            valid_r1 <= valid_in;
        end
    end
    wire [11:0] mul_a, mul_b;
    assign mul_a = zeta_r1;
    assign mul_b = (op_r1 == OP_NTT) ? b_r1 : sub0;   
    wire [11:0] mul_result;
    Mod_Mul multiplier (
        .clk(clk),
        .reset(reset),
        .a(mul_a),
        .b(mul_b),
        .result(mul_result)   
    );
    reg [11:0] add0_d1, add0_d2, add0_d3, add0_d4;
    reg [11:0] a_d1, a_d2, a_d3, a_d4;
    reg [1:0] op_d1, op_d2, op_d3, op_d4;
    reg valid_d1, valid_d2, valid_d3, valid_d4;
    always @(posedge clk) begin
        if (reset) begin
            add0_d1 <= 12'd0; add0_d2 <= 12'd0; add0_d3 <= 12'd0; add0_d4 <= 12'd0;
            a_d1 <= 12'd0; a_d2 <= 12'd0; a_d3 <= 12'd0; a_d4 <= 12'd0;
            op_d1 <= 2'b00; op_d2 <= 2'b00; op_d3 <= 2'b00; op_d4 <= 2'b00;
            valid_d1 <= 1'b0; valid_d2 <= 1'b0; valid_d3 <= 1'b0; valid_d4 <= 1'b0;
        end else begin
            add0_d1 <= add0;
            a_d1 <= a_r1;
            op_d1 <= op_r1;
            valid_d1 <= valid_r1;
            add0_d2 <= add0_d1;
            a_d2 <= a_d1;
            op_d2 <= op_d1;
            valid_d2 <= valid_d1;
            add0_d3 <= add0_d2;
            a_d3 <= a_d2;
            op_d3 <= op_d2;
            valid_d3 <= valid_d2;
            add0_d4 <= add0_d3;
            a_d4 <= a_d3;
            op_d4 <= op_d3;
            valid_d4 <= valid_d3;
        end
    end
    wire [11:0] final_add, final_sub;
    Mod_Add mod_add_final (
        .clk(clk),
        .reset(reset),
        .a(a_d4),
        .b(mul_result),
        .result(final_add)
    );
    Mod_Sub mod_sub_final (
        .clk(clk),
        .reset(reset),
        .a(a_d4),
        .b(mul_result),
        .result(final_sub)
    );
    reg [11:0] add0_d5;
    reg [1:0] op_d5;
    reg valid_d5;
    always @(posedge clk) begin
        if (reset) begin
            add0_d5 <= 12'd0;
            op_d5 <= 2'b00;
            valid_d5 <= 1'b0;
        end else begin
            add0_d5 <= add0_d4;
            op_d5 <= op_d4;
            valid_d5 <= valid_d4;
        end
    end
    always @(posedge clk) begin
        if (reset) begin
            a_out <= 12'd0;
            b_out <= 12'd0;
            valid_out <= 1'b0;
        end else begin
            valid_out <= valid_d5;
            if (valid_d5) begin
                case (op_d5)
                    OP_NTT: begin
                        a_out <= final_add;
                        b_out <= final_sub;
                    end
                    OP_INTT: begin
                        a_out <= add0_d5;
                        b_out <= mul_result;   
                    end
                    default: begin
                        a_out <= 12'd0;
                        b_out <= 12'd0;
                    end
                endcase
            end
        end
    end
endmodule
module Mod_Add(
    input clk,
    input reset,
    input [11:0] a,
    input [11:0] b,
    output reg [11:0] result
);
    parameter P = 13'd3329;
    wire [12:0] sum;
    wire [11:0] sum_mod;
    assign sum = a + b;
    assign sum_mod = (sum >= P) ? (sum - P) : sum[11:0];
    always @(posedge clk) begin
        if (reset)
            result <= 12'd0;
        else
            result <= sum_mod;
    end
endmodule
module Mod_Sub(
    input clk,
    input reset,
    input [11:0] a,
    input [11:0] b,
    output reg [11:0] result
);
    parameter P = 13'd3329;
    wire [12:0] diff;
    wire [11:0] diff_mod;
    assign diff = (a >= b) ? (a - b) : (13'd3329 + {1'b0, a} - {1'b0, b});
    assign diff_mod = diff[11:0];
    always @(posedge clk) begin
        if (reset)
            result <= 12'd0;
        else
            result <= diff_mod;
    end
endmodule
module Barrett_Reduce(
    input clk,
    input [23:0] Tbr,
    input reset,
    output reg [11:0] Rmdr
);
    parameter P = 13'd3329;
    parameter MU = 13'd5039;
    reg [23:0] Tbr1, Tbr2;
    reg [25:0] tq;
    reg [24:0] tq_mul_p;
    always @(posedge clk) begin
        if (reset) begin
            tq <= 26'd0;
            Tbr1 <= 24'd0;
        end else begin
            tq <= Tbr[23:11] * MU;
            Tbr1 <= Tbr;
        end
    end
    always @(posedge clk) begin
        if (reset) begin
            tq_mul_p <= 25'd0;
            Tbr2 <= 24'd0;
        end else begin
            tq_mul_p <= tq[25:13] * P;
            Tbr2 <= Tbr1;
        end
    end
    wire [24:0] Tbr2_ext;
    wire signed [25:0] r1_signed;
    wire [24:0] r1, r2, r3;
    assign Tbr2_ext = {1'b0, Tbr2};
    assign r1_signed = {1'b0, Tbr2_ext} - {1'b0, tq_mul_p};
    assign r1 = r1_signed[25] ? (r1_signed + P) : r1_signed[24:0];
    assign r2 = (r1 >= P) ? (r1 - P) : r1;
    assign r3 = (r2 >= P) ? (r2 - P) : r2;
    always @(posedge clk) begin
        if (reset)
            Rmdr <= 12'd0;
        else
            Rmdr <= r3[11:0];
    end
endmodule
module Mod_Mul(
    input clk,
    input reset,
    input [11:0] a,
    input [11:0] b,
    output wire [11:0] result
);
    parameter P = 13'd3329;
    reg [23:0] product;
    always @(posedge clk) begin
        if (reset)
            product <= 24'd0;
        else
            product <= a * b;
    end
    Barrett_Reduce barrett_inst (
        .clk(clk),
        .reset(reset),
        .Tbr(product),
        .Rmdr(result)
    );
endmodule
```

## flow/run.sh

```bash
#!/bin/bash
# OpenROAD 26Q1-2900-gdf79404cd8, Yosys 0.63+post, stock flow scripts
make -C /OpenROAD-flow-scripts/flow DESIGN_CONFIG=/design/flow/config.mk WORK_HOME=/design/flow/orfs finish
```

## flow/constraint.sdc

```tcl
current_design Butterfly_Unit

set clk_period 14.4
set clk_io_pct 0.2

create_clock -name clk0 -period $clk_period [get_ports {clk}]

set non_clock_inputs [all_inputs -no_clocks]
set_input_delay [expr $clk_period * $clk_io_pct] -clock clk0 $non_clock_inputs
set_output_delay [expr $clk_period * $clk_io_pct] -clock clk0 [all_outputs]
```

==> qor_table.md <==
| Step | Parameter | Value |
|---|---|---|
| run status | Outcome | finished, final reports clean |
| final layout | Layout overhead on the synthesized area | 11.7% |
| clock network | Number of setup buffers added after CTS | 0 |
| clock network | Max clock buf depth | 3 |
| clock network | Clock-pin slew of the registers on the worst-case setup and hold paths | 60 ps |
| final timing | Setup TNS Final | 0 ps |
| final timing | Period Utilization, post-route | 48.7% |
| setup path | Cell type of the slowest stage on the worst timing path | fa_1 |
| routing | Post-DR vias/cell | 4.49 |
| final layout | Commonest Layout Cell | inv_1 |
| clock network | Htree depth | 2 |
| final timing | Clock period minus final worst setup slack | 7010 ps |
| setup path | Most frequent CP cell | o21ai_0 |
| setup path | Highest cell delay on the worst timing path | 530 ps |
| setup path | Startpoint of the worst register-to-register path | op_r1[1]$_SDFF_PP0_ |
| setup path | Register-to-register setup slack | 7390 ps |
| final timing | Count of endpoints failing setup in the final report | 0 |
| setup path | Worst Path Max Fanout | 12 |
| power | Worst voltage drop across the vdd grid | 0.134 mV |
| clock network | Clock tree from TritonCTS | yes |
| routing | Per-cell routed wire length | 14.0 µm |
| placed design | Count of port buffers added during placement | 65 |
| synthesis | Synthesis Warnings | 5 |
| final layout | Layout cells sized above 1 | 5.62% |
| floorplanning | Chip area | 90200 µm² |
| final timing | Hold Worst Slack | 425 ps |
| routing | Number of remaining DRC errors | 0 |
| synthesis | Yosys Instances | 2947 |
| placed design | RePlAce Congestion | 0.938 |
| clock network | Number of buffers inserted during clock tree synthesis | 39 |
| synthesis | Yosys stat area | 26700 µm² |
| hold path | Worst hold path depth | 1 |
| routing | Number of optimization iterations in the first detailed-route pass | 5 |
| clock network | Count of hold-fix buffers inserted at cts | 0 |
| final timing | Final hold violation count | 0 |
| final layout | Filler instances | 8941 |
| synthesis | Most instantiated flip-flop cell in the synthesis netlist | dfxtp_1 |
| clock network | Clock Sinks | 357 |
| final timing | RSZ-0062 raised after global routing | no |
| routing | Total Wirelength | 58.1 mm |
| final timing | Final count of pins violating max slew | 0 |
| routing | Vias | 18600 |
| setup path | Endpoint arrival time on the critical path | 7450 ps |
| routing | Initial DRC Count | 933 |
| clock network | CTS-repair resized insts | 0 |
| setup path | Kind of end point of the critical path | register |
| floorplanning | Std cell rows | 109 |
| run | Number of warning messages in the logs | 81 |
| global routing | GRT busiest layer | met1 |
| hold path | Hold_sp | valid_d3$_SDFF_PP0_ |
| synthesis | Register share after synthesis | 26.8% |
| clock network | Insertion delay of the later-clocked pin in the worst-skew pair | 550 ps |
| global routing | Global-route congestion overflow total | 0 |
| floorplanning | Number of I/O pins | 66 |
| final timing | Maximum frequency from static timing analysis | 0.143 GHz |
| synthesis | EDFF count, synth | 0 |
| setup path | Required arrival time at the worst endpoint | 14840 ps |
| global routing | Wire length of the first global-routing pass | 96.3 mm |
| synthesis | Number of distinct library cell variants in the gate-level netlist after synthesis | 97 |
| setup path | Cell count of the worst reg-to-reg path | 31 |
| final layout | Most used cells in the layout excluding fill and tap cells | 378 x inv_1, 357 x dfxtp_1, 322 x ha_1, 269 x nor2b_1, 254 x nor2_1 |
| synthesis | Number of synthesized register bits | 357 |
| power | Static Leak | 13.5 nW |
| run | Total of max-cap violations | 0 |
| global routing | M1 GR Usage | 21.3% |
| final timing | Max-slew headroom | 46.6% |
| global routing | Number of global-route vias before repair | 18300 |
| placed design | Detailed Place HPWL | 46.1 mm |
| final timing | Actual slew at the worst max-slew pin | 802 ps |
| routing | Post-DRT Antenna Nets | 0 |
| power | Power density relative to cell area | 195 nW/µm² |
| clock network | CTS Root Cell | clkbuf_16 |
| synthesis | Synthesized area | 26700 µm² |
| setup path | Reg-to-Reg End | multiplier.product[22]$_SDFF_PP0_ |
| global routing | GR Layer Usage met2 | 19.5% |
| setup path | Type of the worst setup path | reg2reg |
| global routing | Number of antenna violations at the first check in global routing | 0 |
| setup path | Startpoint type of the worst setup path | register |
| global routing | Global-route track usage on met3 | 3.29% |
| global routing | Global-route usage over all layers | 13.7% |
| floorplanning | Pre-placement core utilization | 30.2% |
| synthesis | Cell count after synthesis | 2947 |
| global routing | Largest net degree at the start of global routing | 96 |
| synthesis | Avg Cell Area, Syn | 9.06 µm² |
| hold path | Class of the most critical hold timing path | reg2reg |
| hold path | Destination of the worst hold path | valid_d4$_SDFF_PP0_ |
| synthesis | Async SR Flop Fraction | 0% |
| floorplanning | Width of the chip | 300 µm |
| final timing | Setup skew after layout | 13.6 ps |
| floorplanning | Core Footprint | 88200 µm² |
| floorplanning | Vertical die size | 300 µm |
per-stage QoR:
stage	instances	power (mW)	setup WS (ps)	area, µm²	util (%)
after floorplan	2947	4.05	7650	26700	-
after global placement	4083	4.81	7500	28500	32.3
after detailed placement	4083	4.81	7460	28500	32.3
after CTS	4154	5.86	7370	29800	33.8
after global routing	4154	6.44	6780	29800	33.8
final	4156	5.81	7390	29800	33.8
state kept, by name, summed over array words and instances (netlist names), 13 cells and up:
register and flops:
multiplier.barrett_inst.tq_mul_p 25, multiplier.barrett_inst.tq 13, multiplier.product 24, multiplier.barrett_inst.Tbr1 24, multiplier.barrett_inst.Tbr2 24
layer usage:
layer / vias up / share of wire (%)
met4: 0 / 2.5
li1: 9658 / -
met5: - / 0
met1: 8538 / 51
met2: 376 / 41
met3: 71 / 5.7
final cells by class:
cell class / count / area, µm² / share of cell area (%)
Clock inverter: 20 / 211 / 0.709
Antenna cell: 2 / 5.00 / 0.0168
Tap cell: 1165 / 1460 / 4.89
Clock buffer: 51 / 1100 / 3.70
Sequential cell: 357 / 7150 / 24.0
Timing Repair Buffer: 82 / 783 / 2.63
Multi-Input combinational cell: 2100 / 17700 / 59.3
Inverter: 379 / 1420 / 4.77
power breakdown:
group	switching (mW)	leakage, nW	total [mW]	internal, mW
Combinational	2.10	9.96	3.58	1.48
Sequential	0.0998	2.92	1.22	1.12
Clock	0.411	0.653	1.01	0.599
worst max path at each step:
stage,startpoint,end,slack (ps),cells after the start
finish,op_r1[1]$_SDFF_PP0_,multiplier.product[22]$_SDFF_PP0_,7390,31
global route,op_r1[0]$_SDFF_PP0_,multiplier.product[22]$_SDFF_PP0_,6780,31
CTS,op_r1[1]$_SDFF_PP0_,multiplier.product[22]$_SDFF_PP0_,7370,31
synth_stat cells, drive strengths merged (12+ instances only):
library cell	n	area, µm²
fa	192	3840
dfxtp	357	7150
o211ai	21	173
and2	24	151
nand3	35	175
nor3	40	210
nand2b	25	156
nand4	14	93.8
nor4	12	103
buf	17	93.8
a21o	23	174
xnor2	119	1060
xor2	46	403
o21a	19	143
a31oi	22	138
o21bai	41	308
nor2	255	965
and3	14	87.6
ha	322	4030
inv	378	1420
nor2b	270	1690
mux2	39	443
clkbuf	94	353
or3	13	81.3
nand2	185	697
a21oi	147	743
a211oi	16	158
o21ai	58	290
critical path, delay by kind of cell, from the launching register on:
kind	cells	cell delay, ps
flip-flops	1	300
buffers and inverters	6	460
AND/OR/NAND/NOR	4	480
multiplexers	2	830
adder cells (fa/ha/maj)	6	2170
AND-OR/OR-AND	13	2660
cell families (layout without fill, tap and decap cells):
family / count (synthesis) / after routing / share of synthesized area (%)
flip-flops: 357 / 357 / 26.8
adder cells (fa/ha/maj): 514 / 514 / 29.5
AND-OR/OR-AND: 437 / 437 / 11.3
AND/OR/NAND/NOR: 936 / 936 / 18.0
buffers and inverters: 490 / 532 / 7.00
other: 0 / 2 / 0
multiplexers: 48 / 48 / 2.00
XOR/XNOR: 165 / 165 / 5.47
Power and IR drop assume default switching activity.
